### design/flow/run.sh
#!/bin/bash
# OpenROAD 26Q1-2900-gdf79404cd8, Yosys 0.63+post, stock flow scripts
make -C /OpenROAD-flow-scripts/flow DESIGN_CONFIG=/design/flow/config.mk WORK_HOME=/design/flow/orfs finish
### design/flow/config.mk
export PLATFORM = sky130hd
export DESIGN_NAME = ID_Stage_Reg
export DESIGN_NICKNAME = ID_Stage_Reg
export VERILOG_FILES = /design/flow/design.v
export SDC_FILE = /design/flow/constraint.sdc
export NUM_CORES = 4
export LEC_CHECK = 1
export CORE_UTILIZATION = 40
### design/flow/constraint.sdc
current_design ID_Stage_Reg

set clk_period 1.3
set clk_io_pct 0.2

create_clock -name clk0 -period $clk_period [get_ports {clk}]

set non_clock_inputs [all_inputs -no_clocks]
set_input_delay [expr $clk_period * $clk_io_pct] -clock clk0 $non_clock_inputs
set_output_delay [expr $clk_period * $clk_io_pct] -clock clk0 [all_outputs]
### design/flow/design.v
module ID_Stage_Reg(
  input clk, rst, flush,
  input WB_EN_IN, MEM_R_EN_IN, MEM_W_EN_IN,
  input B_IN, S_IN,
  input[3:0] EXE_CMD_IN, src1, src2,
  input[31:0] PC_in,
  input[31:0] Val_Rn_IN, Val_Rm_IN,
  input imm_IN,
  input[11:0] Shift_operand_IN,
  input[23:0] Signed_imm_24_IN,
  input[3:0] Dest_IN,
  input[3:0] SR_In,
  input freeze,
  output reg WB_EN, MEM_R_EN, MEM_W_EN, B, S,
  output reg[3:0] EXE_CMD,
  output reg[31:0] Val_Rm, Val_Rn,
  output reg imm,
  output reg[11:0] Shift_operand,
  output reg[23:0] Signed_imm_24,
  output reg[3:0] Dest,
  output reg[3:0] SR, ID_reg_out_src1, ID_reg_out_src2,
  output reg[31:0] PC
);
  always@(posedge clk, posedge rst) begin
    if(rst) begin
      PC <= 0; Dest <= 0; Signed_imm_24 <= 0; Shift_operand <= 0; imm <= 0; Val_Rm <= 0; Val_Rn <= 0;
      EXE_CMD <= 0; WB_EN <=0; MEM_R_EN <= 0; MEM_W_EN <= 0; B <= 0; S <= 0; SR <= 0;
      ID_reg_out_src1 <= 0; ID_reg_out_src2 <= 0;
    end
	 else if (flush) begin
		PC <= 0; Dest <= 0; Signed_imm_24 <= 0; Shift_operand <= 0; imm <= 0; Val_Rm <= 0; Val_Rn <= 0;
      EXE_CMD <= 0; WB_EN <=0; MEM_R_EN <= 0; MEM_W_EN <= 0; B <= 0; S <= 0; SR <= 0;
      ID_reg_out_src1 <= 0; ID_reg_out_src2 <= 0;
	 end
    else begin
      if(~freeze) begin
        PC <= PC_in; Dest <= Dest_IN; Signed_imm_24 <= Signed_imm_24_IN; Shift_operand <= Shift_operand_IN; imm <= imm_IN; Val_Rm <= Val_Rm_IN; Val_Rn <= Val_Rn_IN;
        EXE_CMD <= EXE_CMD_IN; WB_EN <=WB_EN_IN; MEM_R_EN <= MEM_R_EN_IN; MEM_W_EN <= MEM_W_EN_IN; B <= B_IN; S <= S_IN; SR <= SR_In;
        ID_reg_out_src1 <= src1; ID_reg_out_src2 <= src2;
      end
   end
  end
endmodule
==> out/qor.csv <==
stage,metric,value,unit
outcome,status,"complete, no violations",
critical_path,"slowest stage delay, CP",0.37,ns
cells_and_area,Multi-input gate area,0.002175,mm^2
pwr,Leak,5.282,nW
floorplan,Die Wd,129.1,um
route,Highest Signal Layer,met4,
yosys,Cell area leaders,"dfrtp_1 (61%), mux2i_1 (24%), nor2_1 (9.2%), buf_8 (2.8%), buf_2 (1.0%)",
route,drt first pass iters,4,
timing,Final min period,1.252,ns
route,final WL,17820,um
cts,clock sinks,158,
yosys,Synth cell types,11,
floorplan,Row Count,46,
yosys,# Cells Yosys,511,
worst_hold_path,Hold Crit Start,freeze,
cts,Insertion Delay late pin,0.41,ns
yosys,synthesized area per cell,12.64,um^2
yosys,yosys stat area,0.006457,mm^2
worst_hold_path,Hold Path Cell Cnt,3,
yosys,area of the mapped netlist,0.006457,mm^2
yosys,register area share after synthesis,61.23,%
route,via count,5000,
global_routing,number of antenna violations at the first check in global routing,0,
global_routing,gr usage total,22.62,%
critical_path,number of cells on the worst reg-to-reg path,4,
yosys,"flops & latches, synth",158,
route,WL per Instance,16.29,um
pwr,combinational power share,14.8,%
cells_and_area,layout cells sized above 1,12.64,%
placed_design,Area after DPL,0.009851,mm^2
pwr,Pint,0.009353,W
yosys,Largest type area fraction,61.23,%
floorplan,die y size,129.1,um
cts,CTS tree,built,
critical_path,reg2reg end,Val_Rn[30],
route,Post-DRT Antenna Nets,0,
floorplan,IO Pins,320,
timing,Rel. slew slack,77.32,%
global_routing,first-pass GRT wire length,27540,um
timing,Fin. Hold Viols,0,
floorplan,Die Area,0.01666,mm^2
cells_and_area,P&R area growth vs syn,63.75,%
route,vias per cell,4.570,
cells_and_area,Storage cell area,0.003954,mm^2
timing,Final setup violation count,0,
cells_and_area,dominant logic cell type in the layout,clkdlybuf4s50_1,
route,drt drc,0,
placed_design,hpwl dp,12740,um
critical_path,Crit path required time,1.04,ns
timing,Hold WS,0.2705,ns
pwr,share of power burned in registers,44.6,%
placed_design,GPL Wtd Cong,0.7910,
critical_path,launch point of the worst reg-to-reg path,Val_Rn[30],
cts,cts-stage hold buffer count,0,
placed_design,count of input and output buffers,319,
cells_and_area,fillers,1151,
timing,fmax,798.4,MHz
worst_hold_path,Worst Hold End,Val_Rm[5],
route,met3 wire length,1633,um
job,max-cap violations,0,
pwr,VDD IR max,0.9258,mV
timing,Final period util,96.34,%
critical_path,CP Cell Sequence,clkdlybuf4s15_1,
yosys,yosys warns,1,
pwr,Power Dens Cells,1132,mW/mm^2
route,WL met1,7140,um
floorplan,core footprint,0.01583,mm^2
cts,CTS Buffer Depth,2,
cells_and_area,Finished Core Util,66.81,%
critical_path,reg2reg setup slack,0.36,ns
global_routing,Overflow after GRT,0,
cts,root cell of the clock tree,clkbuf_16,
route,drt initial violations,265,
worst_hold_path,hold crit path type,in -> reg,
job,tool warning count,27,
critical_path,Critical Path Sink Type,primary output,
critical_path,"Largest delay share family, worst path",flip-flops,
cells_and_area,design area,0.01057,mm^2
pwr,Sw Share,21.83,%
timing,Least-Margin Pin Slew,0.3402,ns
global_routing,pin count of the biggest net entering global routing,58,
route,met2 routed WL,8638,um
critical_path,CP max FO,2,
floorplan,Core Util at FP,40.80,%
pwr,sw power,0.002613,W
global_routing,vias in the first global route,5122,
yosys,synthesized instance count,511,
cts,total CTS buffers,17,
critical_path,Buf/Inv on CP,1,
cells_and_area,most numerous logic cells after layout,"clkdlybuf4s50_1 (159), dfrtp_1 (158), mux2i_1 (158), nor2_1 (158), clkdlybuf4s15_1 (130)",
cts,"Reg clk slew, reported paths",0.06,ns
critical_path,slowest CP cell,dfrtp_1,
route,Antenna diodes,0,
cts,H-Tree Level Count,4,
critical_path,critical path class,reg -> out,
timing,clk_skew,0,ns
critical_path,Startpoint Class,flop,
critical_path,Worst EP arrival,0.99,ns
yosys,post-synth top area cell,dfrtp_1,
pwr,clock network power share,40.5,%
timing,Slew Limit Fails,0,
==> sequential cells by signal (all words and copies together) (netlist names), 4 cells and up <==
signal           count
Signed_imm_24       24
ID_reg_out_src1      4
Val_Rm              32
PC                  32
EXE_CMD              4
Shift_operand       12
Dest                 4
ID_reg_out_src2      4
SR                   4
Val_Rn              32
==> logic make-up (layout without fill, tap and decap cells) <==
logic type / count (synthesis) / in the layout / synth area share [%]
multiplexers: 158 / 158 / 24.49
flip-flops: 158 / 158 / 61.23
buffers and inverters: 37 / 404 / 5.096
AND/OR/NAND/NOR: 158 / 158 / 9.184
==> cell usage after synthesis, drive strengths merged <==
cell type and count:
dfrtp 158, mux2i 158, nor2 158, buf 32, clkbuf 4, inv 1
==> worst max path at each step <==
| stage | cells after the start | startpoint | slack [ns] | to |
|---|---|---|---|---|
| CTS | 1 | EXE_CMD[1] | 0.0002 | EXE_CMD[1] |
| global route | 1 | Shift_operand[9] | -0.0008 | Shift_operand[9] |
| finish | 1 | WB_EN | 0.05 | WB_EN |
==> cell type report <==
type,count,share of cell area (%)
sequential,158,37.39
timing repair buffer,372,33.95
clock buffer,25,4.686
clock inverter,6,0.7810
multi-input combinational,316,20.57
tap,216,2.556
inverter,1,0.07100
==> metrics by stage <==
stage	TNS (ns)	total power, W	setup slack, ns	cells
finish	0	0.01197	0.04753	1094
detailed placement	0	0.007278	0.1188	1025
floorplan	-151.82	0.006058	-0.9609	511
CTS	0	0.01205	0.0002311	1074
global placement	0	0.007256	0.1435	1025
global route	-0.0007769	0.01253	-0.0007769	1094
==> layer usage <==
layer | global-route usage (%) | vias to the layer above
li1 | - | 2397
met1 | 31.76 | 2386
met2 | 35.83 | 194
met3 | 8.074 | 23
met4 | 3.875 | 0
met5 | 0 | -
==> power groups by stage <==
stage	Clock [W]	Combinational [W]	Sequential [W]
after CTS	0.00495	0.00176	0.00534
final	0.00485	0.00178	0.00534
after global routing	0.00520	0.00195	0.00537
==> what timing repair did <==
item / CTS / global route
pin swaps: 0 / 0
buffers inserted: 18 / 20
gates resized: 269 / 75
setup endpoints to repair: 158 / 79
Power figures rest on the tool's default switching activity, not on a simulated workload.
