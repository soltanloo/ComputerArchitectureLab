**flow/config.mk**
```make
export PLATFORM = sky130hd
export DESIGN_NAME = ID_Stage
export DESIGN_NICKNAME = ID_Stage
export VERILOG_FILES = /design/flow/design.v
export SDC_FILE = /design/flow/constraint.sdc
export NUM_CORES = 4
export LEC_CHECK = 1
export CORE_AREA = 10 10 404 404
export DIE_AREA = 0 0 414 414
```
**flow/constraint.sdc**
```tcl
current_design ID_Stage

set clk_period 13.7
set clk_io_pct 0.2

create_clock -name clk0 -period $clk_period [get_ports {clk}]

set non_clock_inputs [all_inputs -no_clocks]
set_input_delay [expr $clk_period * $clk_io_pct] -clock clk0 $non_clock_inputs
set_output_delay [expr $clk_period * $clk_io_pct] -clock clk0 [all_outputs]
```
**flow/design.v**
```verilog
module ConditionCheck(
  input[3:0] cond, statusReg,
  output hasCondition
);
  reg tempHasCondition;
  wire N, ZE, C, V;
  assign N = statusReg[3];
  assign ZE = statusReg[2];
  assign C = statusReg[1];
  assign V = statusReg[0];
  always @(*) begin
    case (cond)
      4'b0000: tempHasCondition <= ZE == 1'b1;
      4'b0001: tempHasCondition <= ZE == 1'b0;
      4'b0010: tempHasCondition <= C == 1'b1;
      4'b0011: tempHasCondition <= C == 1'b0;
      4'b0100: tempHasCondition <= N == 1'b1;
      4'b0101: tempHasCondition <= N == 1'b0;
      4'b0110: tempHasCondition <= V == 1'b1;
      4'b0111: tempHasCondition <= V == 1'b0;
      4'b1000: tempHasCondition <= C == 1'b1 && ZE == 1'b0;
      4'b1001: tempHasCondition <= C == 1'b0 || ZE == 1'b1;
      4'b1010: tempHasCondition <= N == V;
      4'b1011: tempHasCondition <= N != V;
      4'b1100: tempHasCondition <= ZE == 1'b0 && N == V;
      4'b1101: tempHasCondition <= ZE == 1'b1 || N != V;
      4'b1110: tempHasCondition <= 1'b1;
      default: tempHasCondition <= 1'b0;
    endcase
  end
  assign hasCondition = tempHasCondition;
endmodule
module ControlUnit(
  input s, i,
  input[1:0] mode,
  input[3:0] opCode,
  output WB_EN, MEM_R_EN, MEM_W_EN, B, S, Imm,
  output[3:0] EXE_CMD
);
  parameter ARITHMETIC = 0, MEMOP = 1, BR = 2;
  parameter ALU_MOV = 1, ALU_MVN = 9, ALU_ADD = 2, ALU_ADC = 3, ALU_SUB = 4,
              ALU_SBC = 5, ALU_AND = 6, ALU_ORR= 7, ALU_EOR = 8,
              ALU_CMP = 4, ALU_TST = 6, ALU_LDR = 2, ALU_STR = 2, ALU_BRANCH = 4'bx;
  parameter NOP= 0, MOV = 13, MVN = 15, ADD = 4, ADC = 5, SUB = 2, SBC = 6, AND = 0, ORR= 12, EOR = 1,
            CMP = 10, TST = 8, LDR = 4, STR = 4, BRANCH = 4'bx;
  wire is_arithmetic_mode, is_memop_mode, is_branch_mode;
  assign is_arithmetic_mode = mode == ARITHMETIC;
  assign is_memop_mode = mode == MEMOP;
  assign is_branch_mode = mode == BR;
  assign MEM_R_EN = is_memop_mode && s == 1'b1;
  assign MEM_W_EN = is_memop_mode && s == 1'b0;
  assign WB_EN = (is_arithmetic_mode && (opCode != CMP  && opCode != TST )) || 
                  (is_memop_mode && s == 1'b1);
  assign EXE_CMD =  (is_arithmetic_mode) ? 
                      opCode == MOV ? ALU_MOV : 
                      opCode == MVN  ? ALU_MVN:
                      opCode == ADD  ? ALU_ADD:
                      opCode == ADC ? ALU_ADC  :
                      opCode == SUB  ? ALU_SUB  :  
                      opCode == SBC ? ALU_SBC  :
                      opCode == AND ? ALU_AND  : 
                      opCode == ORR ? ALU_ORR  :
                      opCode == EOR ? ALU_EOR  :
                      opCode == CMP ? ALU_CMP   :
                      opCode == TST ? ALU_TST    : 4'bx
                  : (is_memop_mode && opCode == LDR) ? ALU_LDR
                  : (mode == BR) ? ALU_BRANCH : 4'bx;
  assign B = (is_branch_mode);
  assign S = mode== ARITHMETIC ? ((opCode == CMP || opCode == TST ) ? 1'b1 : s) :
              is_memop_mode ? s : 1'b0;
  assign Imm = is_arithmetic_mode ? i : (is_branch_mode  ? 1'b1 : 1'b0);
endmodule
module ID_Stage(
  input clk, rst,
  input[31:0] Instruction,
  input[31:0] Result_WB,
  input writeBackEn,
  input[3:0] Dest_WB,
  input hazard,
  input[3:0] SR,
  input[31:0] PC_in,
  output WB_EN, MEM_R_EN, MEM_W_EN, B, S,
  output[3:0] EXE_CMD,
  output[31:0] Val_Rn, Val_Rm,
  output imm,
  output[11:0] Shift_operand,
  output[23:0] Signed_imm_24,
  output[3:0] Dest,
  output[3:0] src1, src2,
  output Two_src,
  output[3:0] destAddress,
  output[31:0] PC,
  output [31:0] sreg1, sreg2, sreg3, sreg4,
  output[31:0] rf0,
  output[31:0] rf1,
  output[31:0] rf2,
  output[31:0] rf3,
  output[31:0] rf4,
  output[31:0] rf5,
  output[31:0] rf6,
  output[31:0] rf7,
  output[31:0] rf8,
  output[31:0] rf9,
  output[31:0] rf10
);
  wire[3:0] Rn, Rm;
  wire hasCondition;
  assign Rm = Instruction[3:0];
  assign Rn = Instruction[19:16];
  wire[8:0] tempCommands, commands;
  assign commands = hazard || ~hasCondition ? 6'b0 : tempCommands;
  assign WB_EN = commands[8];
  assign MEM_R_EN = commands[7];
  assign MEM_W_EN = commands[6];
  assign EXE_CMD = commands[5:2];
  assign B = commands[1];
  assign S = commands[0];
  ControlUnit CU(.s(Instruction[20]), .mode(Instruction[27:26]), .opCode(Instruction[24:21]), .WB_EN(tempCommands[8]), .MEM_R_EN(tempCommands[7]), .MEM_W_EN(tempCommands[6]), .EXE_CMD(tempCommands[5:2]), .B(tempCommands[1]), .S(tempCommands[0]));
  ConditionCheck CC(.cond(Instruction[31:28]), .statusReg(SR), .hasCondition(hasCondition));
  RegisterFile RF(.clk(clk), .rst(rst), .src1(Rn), .src2(MEM_W_EN ? Dest : Rm), .Dest_wb(Dest_WB), .Result_WB(Result_WB), .writeBackEn(writeBackEn), .reg1(Val_Rn), .reg2(Val_Rm),
                  .sreg1(sreg1), .sreg2(sreg2), .sreg3(sreg3), .sreg4(sreg4),
                  .rf0(rf0),
                  .rf1(rf1),
                  .rf2(rf2),
                  .rf3(rf3),
                  .rf4(rf4),
                  .rf5(rf5),
                  .rf6(rf6),
                  .rf7(rf7),
                  .rf8(rf8),
                  .rf9(rf9),
                  .rf10(rf10)
                );
  assign src1 = Rn;
  assign src2 = destAddress;
  assign Two_src = MEM_R_EN || ~Instruction[25];
  assign destAddress = MEM_W_EN ? Dest : Rm;
  assign imm = Instruction[25];
  assign Shift_operand = Instruction[11:0];
  assign Signed_imm_24 = Instruction[23:0];
  assign Dest = Instruction[15:12];
  assign PC = PC_in;
endmodule
module RegisterFile(
  input clk, rst,
  input[3:0] src1, src2, Dest_wb,
  input[31:0] Result_WB,
  input writeBackEn,
  output[31:0] reg1, reg2,
  output[31:0] sreg1, sreg2, sreg3, sreg4,
  output[31:0] rf0,
  output[31:0] rf1,
  output[31:0] rf2,
  output[31:0] rf3,
  output[31:0] rf4,
  output[31:0] rf5,
  output[31:0] rf6,
  output[31:0] rf7,
  output[31:0] rf8,
  output[31:0] rf9,
  output[31:0] rf10
);
  reg[31:0] registerFile[0:15];
  integer i;
  always @(negedge clk, posedge rst) begin
    if (rst) begin
      for (i = 0; i < 15; i= i + 1) begin
        registerFile[i] <= i;
      end
    end
    else if (writeBackEn) begin
      registerFile[Dest_wb] <= Result_WB;
    end
  end
  assign reg1 = registerFile[src1];
  assign reg2 = registerFile[src2];
  assign sreg1 = registerFile[10];
  assign sreg2 = registerFile[8];
  assign sreg3 = registerFile[10];
  assign sreg4 = registerFile[8];
  assign rf0 = registerFile[0];
  assign rf1 = registerFile[1];
  assign rf2 = registerFile[2];
  assign rf3 = registerFile[3];
  assign rf4 = registerFile[4];
  assign rf5 = registerFile[5];
  assign rf6 = registerFile[6];
  assign rf7 = registerFile[7];
  assign rf8 = registerFile[8];
  assign rf9 = registerFile[9];
  assign rf10 = registerFile[10];
endmodule
```
**flow/run.sh**
```bash
#!/bin/bash
# OpenROAD 26Q1-2900-gdf79404cd8, Yosys 0.63+post, stock flow scripts
make -C /OpenROAD-flow-scripts/flow DESIGN_CONFIG=/design/flow/config.mk WORK_HOME=/design/flow/orfs finish
```
==> design notes <==
After layout, the setup clock skew is reported as 0 ns. The number of global-route vias before repair was 24785. The run gives 2624 as the DRC marker count from the first detailed-route iteration.

Detailed-route vias per instance: 4.994. Dividing the detail-routed wire length by the instance count gives 32.37 um. In the placement report, post-DP HPWL is listed as 110.7 mm. The most common logic cells in the final layout are 658 x sky130_fd_sc_hd__clkdlybuf4s50_1, 486 x sky130_fd_sc_hd__mux2_2, 452 x sky130_fd_sc_hd__dfrtn_1.

The run finished with clean final reports. The tools report the setup slack on the worst flop-to-flop path as 12.64 ns. Yosys mapped a number of flops with a built-in enable equal to 32.

The die is 414 um tall. The run gives 9 for the number of antenna violations at the first check in global routing. In the final timing run, aggregate negative setup slack is 0 ns.

STA classifies the critical path endpoint as an output port. The total clock buffers created by CTS was 53. The main flop type after synthesis is sky130_fd_sc_hd__dfrtn_1. According to the floorplan report, the total die area is 171400 sq um.

747 I/O pins were placed. The area share of and/or/nand/nor cells after synthesis is 5.595%, and the data arrival time of the critical path is 9.62 ns. The run gives 4 for the maximum fanout along the worst path.

TritonCTS built the clock tree. The run gives 24476 as the total via count in the routed design. Root buffer cell: sky130_fd_sc_hd__clkbuf_16. The first detailed-routing pass took 9 iterations. In the final layout, the registers with the most flip-flops are RF.registerFile: 512 flops. The worst-margin pin slew works out to 0.9615 ns. In this run, synthesis produced a sequential element count of 512. The tools report the clock latency on the worst-skew pair as 0.60 ns. In the Yosys report, the sequential cells make up 47.76% of the chip area.

Total power for the finished layout comes to 5.503 mW. The clock H-tree reported by CTS has 2 levels. The max-capacitance violation count was 0; the total number of warnings across the stage logs was 86. Of the total synthesized cell area, the portion taken by full adders, half adders and majority gates is 0%. The synthesis warning total is 3, and the clock-pin slew on the worst setup and hold paths is 0.05 ns.

The total wire length is 158.6 mm. Classification of the worst setup path: register to output port. Overall routing resource usage recorded by global route was 18.07%. Per the post-synthesis report, the number of cells in the design is 2346. The number of gates resized after CTS was 0. The register with the most flip-flops in the layout has 512 of them.

Note that the worst hold path type here is register to register. The die boundary width was 414 um. With the effective utilization at floorplan at 17.66%, the number of distinct library cell variants in the gate-level netlist after synthesis is 55.

The post-synthesis compound-gate area fraction was 17.49%. The run gives 3 as the maximum buffer depth of the clock tree. The first global-routing pass estimated 214.6 mm of wire. The run gives 0 as the final-report setup violation count. The top logic cell family in the synthesized netlist was multiplexers.

The global route stage reports its total congestion overflow as 0. Of the total synthesized cell area, the portion taken by XOR and XNOR cells is 0.06431%. According to the timing report, the data required time at the worst endpoint equals 10.96 ns. For the final-report hold violation count, the log shows 0. The synthesis-to-finish area growth is 37.01%. The tools report the routability-driven placement congestion ratio as 0.9031. The fraction of final layout cells sized beyond drive strength 1 works out to 26.11%. The top cell type in the final layout, fill and taps aside, is sky130_fd_sc_hd__clkdlybuf4s50_1. For this design, Yosys synthesis ends with a cell count of 2346.

More flip-flops sit in one register than any other, and that register is RF.registerFile. Counting every sink on the clock net gives 512. For reference, the placement row count at floorplan is 144. The run gives 0 as the count of unresolved DRC violations after routing. The leakage component of the power was reported as 14.36 nW. Setup repair after global routing left no endpoint under its margin. The number of input and output port buffers inserted is 658. Yosys reported that registers with async set or reset make up 93.75%.

According to the Yosys statistics, the synthesized design has a chip area of 27240 sq um. Entering global routing, the biggest net connects 97 pins. For the number of setup buffers added after CTS, the log shows 0. According to the floorplan report, the placeable core area is 154200 sq um.

Multiplexer share of the synthesized area: 20.50%. The worst pin sits at a relative slew slack of 34.53%. Before any placement, the netlist area is recorded as 27240 sq um. STA classifies the critical path startpoint as a register. The final max-slew violation count recorded for this run is 0. The logs give 0 for the number of buffers added to fix hold violations after cts and 83.38 uV for the maximum vdd drop. In this run the remaining antenna-violating nets after routing total 0. The power density normalized to cell area came out at 147.5 nW/um^2.

The mean instance size in the synthesized netlist came out at 11.61 sq um.
## Yosys cell counts, types with 2 or more instances
cell type                   number  share of area (%)
sky130_fd_sc_hd__mux2_2        486                 20
sky130_fd_sc_hd__dfrtn_1       452                 42
sky130_fd_sc_hd__a22oi_1       322                8.9
sky130_fd_sc_hd__buf_4         211                5.8
sky130_fd_sc_hd__clkbuf_1      159                2.2
sky130_fd_sc_hd__nand3_1        83                1.5
sky130_fd_sc_hd__a21oi_1        66                1.2
sky130_fd_sc_hd__nand2_1        64               0.88
sky130_fd_sc_hd__nand4_1        43               0.99
sky130_fd_sc_hd__a21boi_0       40                1.1
sky130_fd_sc_hd__nor2_1         37               0.51
sky130_fd_sc_hd__edfxtp_1       32                3.5
sky130_fd_sc_hd__o22a_1         32                1.0
sky130_fd_sc_hd__a22o_1         30               0.96
sky130_fd_sc_hd__a221oi_1       28               0.90
sky130_fd_sc_hd__dfstp_2        28                2.7
sky130_fd_sc_hd__o32a_1         27               0.99
sky130_fd_sc_hd__o21ai_0        26               0.48
sky130_fd_sc_hd__a222oi_1       24               0.88
sky130_fd_sc_hd__buf_1          22               0.30
sky130_fd_sc_hd__nand2b_1       15               0.34
sky130_fd_sc_hd__a2111oi_0      13               0.42
sky130_fd_sc_hd__and3_1         13               0.30
sky130_fd_sc_hd__mux2i_1        11               0.40
sky130_fd_sc_hd__nor3_1         11               0.20
sky130_fd_sc_hd__buf_2          10               0.18
sky130_fd_sc_hd__nor2b_1         8               0.18
sky130_fd_sc_hd__inv_1           7              0.096
sky130_fd_sc_hd__nand3b_1        6               0.17
sky130_fd_sc_hd__a31oi_1         5               0.11
sky130_fd_sc_hd__nor3b_1         3              0.083
sky130_fd_sc_hd__o2bb2ai_1       3              0.096
sky130_fd_sc_hd__and4_1          2              0.064
sky130_fd_sc_hd__nand3_2         2              0.074
sky130_fd_sc_hd__o211ai_1        2              0.055
sky130_fd_sc_hd__o21ai_1         2              0.037
sky130_fd_sc_hd__o21bai_1        2              0.055
sky130_fd_sc_hd__or3_1           2              0.046
## cell type report
type,instances,area (sq um)
clock buffers,67,1470
fillers,16172,116900
repair buffers,747,7367
inverters,6,26.28
well taps,2044,2557
multi-input cells,1425,12290
diodes,7,17.52
flip-flops and latches,512,13010
clock inverters,93,584.3
## path summary, 6_finish.rpt
check,endpoint,start,depth (start not counted)
min in group asynchronous,RF.registerFile[7][29],rst,2
max,Val_Rm[9],RF.registerFile[1][9],5
max in group asynchronous,RF.registerFile[9][14],rst,4
min,RF.registerFile[12][1],RF.registerFile[12][1],1
max reg2reg,RF.registerFile[8][20],RF.registerFile[8][20],1
min reg2reg,RF.registerFile[12][1],RF.registerFile[12][1],1
## report_power, final
group | internal [mW] | total (mW) | switching [mW]
Combinational | 0.986 | 1.50 | 0.516
Sequential | 1.90 | 2.39 | 0.488
Clock | 0.902 | 1.61 | 0.708
## worst max-delay path, stage by stage (launching register included)
cell and delay (ns):
sky130_fd_sc_hd__dfrtn_1 0.40, sky130_fd_sc_hd__a21boi_0 0.14, sky130_fd_sc_hd__a2111oi_0 0.58, sky130_fd_sc_hd__nand3_1 0.16
sky130_fd_sc_hd__o32a_1 0.44, sky130_fd_sc_hd__clkdlybuf4s50_1 0.46
## per-layer routing
| layer | vias up | global-route usage (%) | wire (um) |
|---|---|---|---|
| li1 | 9764 | - | - |
| met1 | 12169 | 19.25 | 51870 |
| met2 | 1929 | 29.48 | 75220 |
| met3 | 604 | 7.609 | 18050 |
| met4 | 10 | 11.34 | 13420 |
| met5 | - | 0 | 69 |
## per-stage QoR
stage | cell area [sq um] | hold slack [ns] | cells | setup slack [ns] | util, %
2_1_floorplan | 27240 | 0.4558 | 2346 | -2.155 | -
3_3_place_gp | 35250 | 0.4722 | 4735 | 1.269 | 22.86
3_5_place_dp | 35250 | 0.4778 | 4735 | 1.285 | 22.86
4_1_cts | 37300 | 0.4777 | 4894 | 1.205 | 24.18
5_1_grt | 37300 | 0.4953 | 4896 | 1.245 | 24.19
6_report | 37320 | 0.4804 | 4901 | 1.340 | 24.20
## logic make-up (layout without fill, tap and decap cells)
logic type	count (synthesis)	after routing
buffers and inverters	409	913
multiplexers	497	497
AND-OR/OR-AND	630	630
AND/OR/NAND/NOR	296	296
XOR/XNOR	2	2
other	0	7
flip-flops	512	512
Power and IR drop assume default switching activity.
