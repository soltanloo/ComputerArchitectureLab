## flow/design.v

```verilog
module IF_Stage(
  input clk, rst, freeze, Branch_taken,
  input[31:0] BranchAddr,
  output[31:0] PC, Instruction,
  output out_clk
);
  assign out_clk = clk;
  wire[31:0] pc_in, pc_out;
  reg[31:0] ins;
  always @(*) begin
    case(pc_out)
      0: ins <= 32'b1110_00_1_1101_0_0000_0000_000000010100;
      1: ins <= 32'b1110_00_1_1101_0_0000_0001_101000000001;
      2: ins <= 32'b1110_00_1_1101_0_0000_0010_000100000011;
      3: ins <= 32'b1110_00_0_0100_1_0010_0011_000000000010;
      4: ins <= 32'b1110_00_0_0101_0_0000_0100_000000000000;
      5: ins <= 32'b1110_00_0_0010_0_0100_0101_000100000100;
      6: ins <= 32'b1110_00_0_0110_0_0000_0110_000010100000;
      7: ins <= 32'b1110_00_0_1100_0_0101_0111_000101000010;
      8: ins <= 32'b1110_00_0_0000_0_0111_1000_000000000011;
      9: ins <= 32'b1110_00_0_1111_0_0000_1001_000000000110;
      10: ins <= 32'b1110_00_0_0001_0_0100_1010_000000000101;
      11: ins <= 32'b1110_00_0_1010_1_1000_0000_000000000110;
      12: ins <= 32'b0001_00_0_0100_0_0001_0001_000000000001;
      13: ins <= 32'b1110_00_0_1000_1_1001_0000_000000001000;
      14: ins <= 32'b0000_00_0_0100_0_0010_0010_000000000010;
      15: ins <= 32'b1110_00_1_1101_0_0000_0000_101100000001;
      16: ins <= 32'b1110_01_0_0100_0_0000_0001_000000000000;
      17: ins <= 32'b1110_01_0_0100_1_0000_1011_000000000000;
      18: ins <= 32'b1110_01_0_0100_0_0000_0010_000000000100;
      19: ins <= 32'b1110_01_0_0100_0_0000_0011_000000001000;
      20: ins <= 32'b1110_01_0_0100_0_0000_0100_000000001101;
      21: ins <= 32'b1110_01_0_0100_0_0000_0101_000000010000;
      22: ins <= 32'b1110_01_0_0100_0_0000_0110_000000010100;
      23: ins <= 32'b1110_01_0_0100_1_0000_1010_000000000100;
      24: ins <= 32'b1110_01_0_0100_0_0000_0111_000000011000;
      25: ins <= 32'b1110_00_1_1101_0_0000_0001_000000000100;
      26: ins <= 32'b1110_00_1_1101_0_0000_0010_000000000000;
      27: ins <= 32'b1110_00_1_1101_0_0000_0011_000000000000;
      28: ins <= 32'b1110_00_0_0100_0_0000_0100_000100000011;
      29: ins <= 32'b1110_01_0_0100_1_0100_0101_000000000000;
      30: ins <= 32'b1110_01_0_0100_1_0100_0110_000000000100;
      31: ins <= 32'b1110_00_0_1010_1_0101_0000_000000000110;
      32: ins <= 32'b1100_01_0_0100_0_0100_0110_000000000000;
      33: ins <= 32'b1100_01_0_0100_0_0100_0101_000000000100;
      34: ins <= 32'b1110_00_1_0100_0_0011_0011_000000000001;
      35: ins <= 32'b1110_00_1_1010_1_0011_0000_000000000011;
      36: ins <= 32'b1011_10_1_0_111111111111111111110111;
      37: ins <= 32'b1110_00_1_0100_0_0010_0010_000000000001;
      38: ins <= 32'b1110_00_0_1010_1_0010_0000_000000000001;
      39: ins <= 32'b1011_10_1_0_111111111111111111110011;
      40: ins <= 32'b1110_01_0_0100_1_0000_0001_000000000000;
      41: ins <= 32'b1110_01_0_0100_1_0000_0010_000000000100;
      42: ins <= 32'b1110_01_0_0100_1_0000_0011_000000001000;
      43: ins <= 32'b1110_01_0_0100_1_0000_0100_000000001100;
      44: ins <= 32'b1110_01_0_0100_1_0000_0101_000000010000;
      45: ins <= 32'b1110_01_0_0100_1_0000_0110_000000010100;
      46: ins <= 32'b1110_10_1_0_111111111111111111111111;
    endcase
  end
  assign Instruction= ins;
  reg32 pc(.clk(clk), .rst(rst), .en(~freeze), .reg_in(pc_in), .reg_out(pc_out));
  assign PC = pc_out + 1;
  assign pc_in = Branch_taken ? BranchAddr : PC ;
endmodule
module reg32(input clk, rst, en, input[31:0] reg_in, output reg[31:0] reg_out);
    always @(posedge clk, posedge rst) begin
        if (rst) reg_out <= 32'd0;
        else begin
            if (en) reg_out <= reg_in;
        end
    end
endmodule
```

## flow/run.sh

```bash
#!/bin/bash
# OpenROAD 26Q1-2900-gdf79404cd8, Yosys 0.63+post, stock flow scripts
make -C /OpenROAD-flow-scripts/flow DESIGN_CONFIG=/design/flow/config.mk WORK_HOME=/design/flow/orfs finish
```

## flow/config.mk

```make
export PLATFORM = sky130hd
export DESIGN_NAME = IF_Stage
export DESIGN_NICKNAME = IF_Stage
export VERILOG_FILES = /design/flow/design.v
export SDC_FILE = /design/flow/constraint.sdc
export NUM_CORES = 4
export LEC_CHECK = 1
export CORE_UTILIZATION = 50
```

## flow/constraint.sdc

```tcl
current_design IF_Stage

set clk_period 5.6
set clk_io_pct 0.2

create_clock -name clk0 -period $clk_period [get_ports {clk}]

set non_clock_inputs [all_inputs -no_clocks]
set_input_delay [expr $clk_period * $clk_io_pct] -clock clk0 $non_clock_inputs
set_output_delay [expr $clk_period * $clk_io_pct] -clock clk0 [all_outputs]
```

==> run notes <==
The flow completed. The run finished with clean final reports. Count of buffers inserted at the top-level ports landed at 100. TritonCTS built the clock tree. Among the stages of the critical path, the cell type that occurs most often is clkbuf_8. The placement summary gives the final routability congestion estimate as 1.011. STA classifies the critical path endpoint as an output port.

STA classifies the critical path startpoint as a clock port. Number of failing hold endpoints at the final stage landed at 0. Number of flops mapped to enable cells by yosys landed at 0. Number of gates resized after CTS landed at 0. After synthesis, the largest family of logic cells by area is simple AND/OR/NAND/NOR gates. The first global-routing pass estimated 23710 um of wire. Count of filler cells inserted in the layout landed at 665.

Global-route usage over all layers landed at 34.43%. Dividing the detail-routed wire length by the instance count gives 19.57 um. Worst slew margin relative to its limit landed at 20.73%. Adder-cell share of the synthesized area landed at 1.132%. Final hold analysis gives a worst-case slack of 0.5606 ns. Area of the core landed at 8382 um^2. The slowest stage of the critical path belongs to the cell clkdlybuf4s50_1.

Post-CTS setup repair buffer count landed at 0. The stage logs contain a warning count of 31. For this run, asynchronously set or reset flops after synthesis account for 52.46%. Per the detail_route report, the via count comes to 4898. Combinational group share of total power landed at 43.6%. The critical path is of the clock port to output port type. Placement row count landed at 33. In this run the critical path is formed by clkbuf_8 -> clkbuf_8 -> clkdlybuf4s50_1. Summing the areas of all xor and xnor instances in the mapped netlist gives 6.340% of the synthesized area. Number of routed nets with antenna violations landed at 0. Power per cell area landed at 190.9 nW/um^2.

Mean number of vias per cell landed at 6.496. Per the synthesis report, the number of distinct cell types is 70. In the floorplan report the effective utilization is 52.74%. The last timing report of the flow puts the setup violation total at 0.

Net switching fraction of the power landed at 40.34%. In this run the mean area of a mapped cell was 7.543 um^2. Full die area landed at 9221 um^2. For this block, the initial DRC count from the detailed router was 493.

The finished layout holds 754 standard cells, fillers aside. Counting the warning lines in the Yosys log gives 2. Clock latency reported for the late side of the worst-skew pair landed at 0.38 ns. Multiplexer area fraction after synthesis landed at 2.576%.

Along the critical path, the tally of buffer and inverter instances is 3. Post-cts hold-fix buffer tally landed at 0. After synthesis the cells add up to 4420 um^2. In the final layout, the share of cells above drive strength 1 is 6.009%. The min-delay analysis places its worst path in the category flip-flop to flip-flop. Final setup TNS landed at 0 ns. Detailed placement ended at an HPWL of 10400 um. nand2_1 is the most common cell in the netlist. The die is 96.03 um tall. Initial antenna violation count landed at 0.

Met1 routing resource usage after global routing landed at 48.21%. Grouping stages by cell kind, the critical path spends the most delay in buffers and inverters. Met2 track demand over resource in global routing landed at 53.96%.

The detailed placer reported the number of placed instances as 743. In this run the power spent charging and discharging nets is 0.4224 mW. Total DRC errors in the routed layout landed at 0. Per the synthesis report, the dominant area consumer among library cells is dfrtp_1.

Cells fill 65.46% of the core in the end. Pin count of the biggest net entering global routing landed at 48. The synthesized instance count is 586. Count of state elements after synthesis landed at 61. Per the OpenROAD floorplan log, the width of the die is 96.03 um. Number of unconstrained endpoints landed at 61. Cell total in the yosys stat output landed at 586. After synthesis, the most frequently instantiated cells are nand2_1, nor2_1, nand3_1. The report shows a maximum critical-path fanout of 2. In this run the count of I/O pins placed on the die edge is 101.

Share of Yosys cell area claimed by the top area cell type landed at 18.11%. In the post-route report, total wirelength is listed as 14760 um. Maximum clock skew at final layout landed at 0.006221 ns.

The clock network burns 24.0% of the power. Area of the synthesized netlist per yosys stat landed at 4420 um^2. Per the run report, area growth between synthesis and finish was 24.12%.

Simple-gate share of the synthesized area landed at 31.14%. Detailed-router iteration count before antenna repair landed at 5. Yosys attributes the largest share of cell area to dfrtp_1, dlxtn_1, nand2_1. The synthesis report names the predominant flop master as dfrtp_1. The global routing stage identified its most utilized layer as met2. Count of unclocked register or latch pins landed at 29.

Number of max-slew violations in the final report landed at 0. Via count of the first global-routing pass landed at 4561. For reference, compound AND-OR and OR-AND cells occupy 24.17% of the area reported after synthesis. Routing usage on met3 landed at 5.622%. On the worst path, the slowest cell contributes a delay of 0.39 ns. At the worst endpoint, the required time is 4.48 ns. Data arrival time of the worst path landed at 3.42 ns. Cell internal power was estimated by the tool at 0.6248 mW. Setup repair after global routing left no endpoint under its margin.

IR analysis of the VDD net gives a maximum drop of 0.2126 mV. Slew at the pin closest to its max-slew limit landed at 1.180 ns. Global routing finished with a remaining overflow of 0. Looking at the worst setup and hold paths, the clock pins of their registers show a slew of 0.06 ns. Sequential power share landed at 32.4%. Max-cap violations in this run came to 0. The leakage power in the latest report is 2.077 nW.

The repair_antennas step left the layout with diodes totalling 0.
[power groups by stage]
stage / clock, mW / combinational (mW) / sequential, mW
after CTS: 0.257 / 0.449 / 0.338
after global routing: 0.270 / 0.497 / 0.348
final: 0.251 / 0.457 / 0.339
[routing by layer]
layer  wire, um  vias up
met3       1274       60
li1           -     2262
met2       6974      294
met4        677        0
met5          0        -
met1       5832     2282
[flip-flops by register name, indices dropped and copies added (netlist names)]
register	flops
ins	29
pc.reg_out	32
[cell families (layout without fill, tap and decap cells)]
kind of cell | Yosys count | count (layout)
latches | 29 | 29
flip-flops | 32 | 32
AND-OR/OR-AND | 158 | 158
AND/OR/NAND/NOR | 252 | 252
XOR/XNOR | 32 | 32
multiplexers | 11 | 11
adder cells (fa/ha/maj) | 4 | 4
buffers and inverters | 68 | 131
[cells in the final DEF, fill, tap and decap left out, types with 9 or more instances in the layout]
| cell type | n |
|---|---|
| clkdlybuf4s50_1 | 100 |
| nand2_1 | 73 |
| nor2_1 | 50 |
| nand3_1 | 37 |
| o21ai_0 | 35 |
| dfrtp_1 | 32 |
| a21oi_1 | 31 |
| dlxtn_1 | 29 |
| xnor2_1 | 21 |
| a22oi_1 | 15 |
| nor3_1 | 14 |
| inv_1 | 12 |
| xor2_1 | 11 |
| nand4_1 | 10 |
| a31oi_1 | 9 |
| clkbuf_8 | 9 |
[final cells by class]
class                           instances  area, um^2  area share, %
Multi-Input combinational cell        457        2889          52.66
Tap cell                              105       131.4          2.395
Timing Repair Buffer                  105        1036          18.88
Clock buffer                           12       141.4          2.577
Inverter                               14       52.55         0.9578
Sequential cell                        61        1236          22.53
[tightest hold or removal path, cell delays in order (launching register included)]
cell and delay (ns):
dfrtp_1 0.36, o21ai_0 0.08, o21ai_0 0.08
[per-stage QoR]
step                      setup WS (ns)  instance area [um^2]  total power [mW]
after global placement            1.313                  5355            0.7935
after floorplan                   1.582                  4420            0.6164
after detailed placement          1.313                  5355            0.7962
final                             1.058                  5487             1.047
after CTS                         1.047                  5487             1.043
after global routing              1.031                  5487             1.114
[path summary, 6_finish.rpt]
| kind | start | cells after the start | to | slack [ns] |
|---|---|---|---|---|
| setup / recovery | clk | 3 | out_clk | 1.06 |
| hold / removal | pc.reg_out[2] | 2 | pc.reg_out[2] | 0.56 |
| setup reg to reg | pc.reg_out[0] | 8 | pc.reg_out[28] | 3.05 |
| hold reg to reg | pc.reg_out[2] | 2 | pc.reg_out[2] | 0.56 |
| max in group asynchronous | rst | 3 | pc.reg_out[6] | 4.06 |
| min in group asynchronous | rst | 3 | pc.reg_out[13] | 1.24 |
Power and IR drop assume default switching activity.
